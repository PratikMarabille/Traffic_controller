<file path="flow/design.v">
`timescale 1ns / 1ps
module traffic_controller(north_light,west_light,south_light,east_light,clk,reset);
output reg [2:0] north_light,west_light,south_light,east_light;
input clk;
input reset;
reg [2:0] state;
parameter [2:0] north=3'b000, north_yellow=3'b001, west=3'b010, west_yellow=3'b011,
east=3'b100, east_yellow=3'b101,south=3'b110, south_yellow=3'b111;
reg [3:0] count;
always @(posedge clk, posedge reset)
    begin
        if(reset)
            begin
                state=north;
                count=3'b0000;
            end
        else
            begin
                case(state)
                north :
                    begin
                        if (count==4'b1111)
                            begin
                            count=4'b0000;
                            state=north_yellow;
                            end
                        else
                            begin
                            count=count+4'b0001;
                            state=north;
                            end
                     end
                 north_yellow :
                    begin 
                        if(count==4'b0011)
                            begin
                            count=4'b0000;
                            state=west;
                            end
                        else
                            begin
                            count=count+4'b0001;
                            state=north_yellow;
                        end
                     end
                 west :
                    begin
                        if (count==4'b1111)
                            begin
                            count=4'b0000;
                            state=west_yellow;
                            end
                        else
                            begin
                            count=count+4'b0001;
                            state=west;
                            end
                     end
                 west_yellow :
                    begin 
                        if(count==4'b0011)
                            begin
                            count=4'b0000;
                            state=south;
                            end
                        else
                            begin
                            count=count+4'b0001;
                            state=west_yellow;
                        end
                     end
                 south :
                    begin
                        if (count==4'b1111)
                            begin
                            count=4'b0000;
                            state=south_yellow;
                            end
                        else
                            begin
                            count=count+4'b0001;
                            state=south;
                            end
                     end
                 south_yellow :
                    begin 
                        if(count==4'b0011)
                            begin
                            count=4'b0000;
                            state=east;
                            end
                        else
                            begin
                            count=count+4'b0001;
                            state=south_yellow;
                        end
                     end
                 east :
                    begin
                        if (count==4'b1111)
                            begin
                            count=4'b0000;
                            state=north_yellow;
                            end
                        else
                            begin
                            count=count+4'b0001;
                            state=east;
                            end
                     end
                 east_yellow :
                    begin 
                        if(count==4'b0011)
                            begin
                            count=4'b0000;
                            state=north;
                            end
                        else
                            begin
                            count=count+4'b0001;
                            state=east_yellow;
                        end
                     end
                   endcase
                  end
                 end
always @(state)
    begin
        case(state)
            north :
                begin
                    north_light=3'b001;
                    south_light =3'b100;
                    east_light=3'b100;
                    west_light =3'b100;
                end
             north_yellow :
                begin
                    north_light=3'b100;
                    south_light =3'b100;
                    east_light=3'b100;
                    west_light =3'b100;
                end
            south :
                begin
                    north_light=3'b100;
                    south_light =3'b001;
                    east_light=3'b100;
                    west_light =3'b100;
                end
             south_yellow :
                begin
                    north_light=3'b100;
                    south_light =3'b010;
                    east_light=3'b100;
                    west_light =3'b100;
                end
             west :
                begin
                    north_light=3'b100;
                    south_light =3'b100;
                    east_light=3'b100;
                    west_light =3'b001;
                end
             west_yellow :
                begin
                    north_light=3'b100;
                    south_light =3'b100;
                    east_light=3'b100;
                    west_light =3'b010;
                end
             east :
                begin
                   north_light=3'b100;
                    south_light =3'b100;
                    east_light=3'b100;
                    west_light =3'b100;
                end
             east_yellow :
                begin
                    north_light=3'b100;
                    south_light =3'b100;
                    east_light=3'b100;
                    west_light =3'b100;
                end
               endcase
               end
endmodule
</file>
<file path="flow/run.sh">
#!/bin/bash
# OpenROAD 26Q1-2900-gdf79404cd8, Yosys 0.63+post, stock flow scripts
make -C /OpenROAD-flow-scripts/flow DESIGN_CONFIG=/design/flow/config.mk WORK_HOME=/design/flow/orfs finish
</file>
<file path="flow/config.mk">
export PLATFORM = sky130hd
export DESIGN_NAME = traffic_controller
export DESIGN_NICKNAME = traffic_controller
export VERILOG_FILES = /design/flow/design.v
export SDC_FILE = /design/flow/constraint.sdc
export NUM_CORES = 4
export LEC_CHECK = 1
export CORE_AREA = 10 10 70 70
export DIE_AREA = 0 0 80 80
</file>
<file path="flow/constraint.sdc">
current_design traffic_controller

set clk_period 1.6
set clk_io_pct 0.2

create_clock -name clk0 -period $clk_period [get_ports {clk}]

set non_clock_inputs [all_inputs -no_clocks]
set_input_delay [expr $clk_period * $clk_io_pct] -clock clk0 $non_clock_inputs
set_output_delay [expr $clk_period * $clk_io_pct] -clock clk0 [all_outputs]
</file>
==> changes_impl.md <==
### Implementation results

* Setup TNS at 0 ns
* Slowest library cell on the worst path: clkdlybuf4s50_1
* Switching share of total power at ~18%
* Crit path launch type: flop
* Dpl cells at 96
* Clock skew at 0.001661 ns
* Period utilization at between 90% and 100%
* Hold WS at 0.3060 ns
* Initial antenna violation count at 0
* Final setup violation count at 0
* Drt via density at about 3.1
* Non-filler cells, final at 103
* Clock root buffer: clkbuf_4
* Largest net degree at the start of global routing at 8
* Yosys stat chip area at between 300 and 400 um^2
* N_diodes at 0
* Clk pin slew, worst setup/hold paths at ~0.050 ns
* Max-cap violations at 0
* H-tree lvl count at 1
* Fp_density at between 10% and 20%
* Die ar. at approximately 0.0064 mm^2
* Tool warnings at 25
* Largest cells by area: dfrtp_1, buf_4, nor2_1, a31oi_1, inv_1
* PwrDens at roughly 590 mW/mm^2
* Reg power frac at a little over half
* Register bit count reported by yosys at 7
* Endpoint type of the worst setup path: output port
* # fillers at just under 400
* Post-route cell area at ~570 um^2
* Warnings, synthesis at 1
* Worst-skew pair later-pin latency at roughly 0.24 ns
* Gp weighted congestion at roughly 0.8
* Outcome: completed
* Gr ovfl total at 0
* Min cycle time layout at roughly 1.6 ns
* Clock sink count at 7
* I/O Buffers at 9
* DP Area at approximately 500 um^2
* CORE AREA at between 0.003 and 0.004 mm^2
* Final worst slack at 0.04862 ns
* Pint at 274.3 uW
* CP top delay family: buffers and inverters
* Top cell area share at between 40% and 50%
* Synth cell types at 18
* Antenna Violating Nets Remaining at 0
* Post-synthesis average cell area at 8.901 um^2
* Achievable frequency at 644.6 MHz
* Total GRT Usage at under 10%
* Clk pwr share at approximately 45%
* Sequential-to-total area share from yosys stat at between 40 and 50%
* Clock Path Buffers at 2
* FP Rows at 21
* Crit path DAT at 1.23 ns
* Vias in the first global route at slightly below 300
* HP Class: in -> async
* Top Ports at 14
* Mapped cell area at 391.6 um^2
* Gate Count Post-Synth at 44
* Register-to-Register Path Depth at 4
* Die Y at ~80 um
* Leakage at between 0.2 and 0.25 nW
* Synth area leader: dfrtp_1
* Max Slew Vio Count at 0
* Drt wl/cell at 7.728 um
* Switching pwr at approximately 60 uW
* First-pass DRT Iterations at 4
* Tot Pwr at between 300 and 400 uW
* Logic area at approximately 190 um^2
* FF/Latch Area at between 150 and 200 um^2
* Critical path buffers and inverters at 1
* Via count at ~320
* Worst Path Max Fanout at 5
* Place WS at around 0.11 ns
* Final Hold Viols at 0
* VDD IR max at between 0.0003 and 0.0004 V
* CP max stage delay at between 0.4 and 0.5 ns
* CTS tree: yes
* Worst EP required at ~1.3 ns
* Gate power share at between 1.5 and 2%
* Cts bufs inserted at 3
* Iter 0 DRT Violations at 13
* WP depth at 2
* Share of cells above drive strength 1 at 28.07%
* Crit Path Class: reg -> out
* Crit-path cells: nand2_2 > clkdlybuf4s50_1
* Area Growth Syn to Fin at 45.05%
* First-pass GRT wire length at roughly 1300 um
* Yosys cell count at 44
* Die W at ~80 um
* # DRC at 0
* Routed wire length at slightly below 800 um
* Layout Utilization at 16.63%
final cells by class:
type / count / area share (%)
clock buffer: 4 / 4.626
timing repair buffer: 12 / 17.84
multi-input combinational: 29 / 32.60
sequential: 7 / 31.50
tap: 46 / 10.13
inverter: 5 / 3.304
synth_stat cells (all sizes together):
cell type	count
dfrtp	7
nor2	6
buf	5
inv	5
a31oi	3
nand2	3
a21oi	2
conb	2
nand2b	2
o21ai	2
and2b	1
and4bb	1
ha	1
mux2i	1
nor2b	1
nor3	1
o22a	1
per-layer routing:
layer | up-vias | GRT usage [%] | wire length, um | part of all wire (%)
li1 | 161 | - | - | -
met1 | 147 | 2.694 | 324 | 41
met2 | 8 | 3.933 | 425 | 53
met5 | - | 0 | 0 | 0
met3 | 2 | 0.6818 | 33 | 4.1
met4 | 0 | 0.8803 | 13 | 1.6
registers in the layout, summed over array words and instances (netlist names):
signal / count
count: 4
state: 3
cells by family (layout without fill, tap and decap cells):
family / after synthesis / after routing / synth area share, %
AND-OR/OR-AND: 8 / 8 / 12.14
buffers and inverters: 10 / 21 / 14.38
other: 2 / 4 / 1.918
multiplexers: 1 / 1 / 2.556
AND/OR/NAND/NOR: 15 / 15 / 21.09
flip-flops: 7 / 7 / 44.73
adder cells (fa/ha/maj): 1 / 1 / 3.194
path summary, 6_finish.rpt:
kind	start	end	slack, ns
max in group asynchronous	reset	state[2]$_DFF_PP0_	1.06
min in group clk0	count[0]$_DFF_PP0_	count[0]$_DFF_PP0_	0.49
setup reg to reg	count[0]$_DFF_PP0_	state[2]$_DFF_PP0_	0.27
hold / removal	reset	count[1]$_DFF_PP0_	0.31
hold reg to reg	count[0]$_DFF_PP0_	count[0]$_DFF_PP0_	0.49
setup / recovery	state[1]$_DFF_PP0_	south_light[2]	0.05
power by group through the flow:
stage / registers [mW] / logic (mW) / clock network (mW)
global route: 0.177 / 0.00737 / 0.172
CTS: 0.177 / 0.00696 / 0.163
finish: 0.177 / 0.00634 / 0.151
cell usage in the layout (no fill, tap or decap), types with 2 or more instances in the layout:
cell             n
nor2_1           5
a21oi_1          2
dfrtp_2          3
buf_4            3
nand2_1          2
inv_1            5
clkbuf_4         3
a31oi_1          3
clkdlybuf4s50_1  2
conb_1           4
dlygate4sd2_1    5
dfrtp_1          4
timing repair:
action,CTS,global route
setup endpoints to repair,7,3
buffers inserted,2,1
pin swaps,2,1
hold buffers,0,0
gates resized,12,5
gates cloned,0,0
endpoints found under the hold margin,0,0
Power is estimated from default activity; no workload was simulated.
